==> flow/design.v <==
`timescale 1ns / 1ps
module cordic_pipe_stage
#(
    parameter NUM_WIDTH     = 24,
    parameter ATAN          = 0     
)
(
    input                       clk,
    input                       rst,
    input                       enabled,
    input       [NUM_WIDTH-1:0] ix,
    input       [NUM_WIDTH-1:0] iy,
    input       [NUM_WIDTH-1:0] iz,
    input       [NUM_WIDTH-1:0] shifted_x,
    input       [NUM_WIDTH-1:0] shifted_y,
    output  reg [NUM_WIDTH-1:0] ox,
    output  reg [NUM_WIDTH-1:0] oy,
    output  reg [NUM_WIDTH-1:0] oz
);
    always @(posedge clk or posedge rst)
        if (rst) begin
            ox <= 0;
            oy <= 0;
            oz <= 0;
        end
        else if (enabled) begin
            if (iz[NUM_WIDTH-1]) begin    
                ox <= ix + shifted_y;
                oy <= iy - shifted_x;
                oz <= iz + ATAN;
            end
            else begin
                ox <= ix - shifted_y;
                oy <= iy + shifted_x;
                oz <= iz - ATAN;
            end
        end
endmodule
==> flow/run.sh <==
#!/bin/bash
# OpenROAD 26Q1-2900-gdf79404cd8, Yosys 0.63+post, stock flow scripts
make -C /OpenROAD-flow-scripts/flow DESIGN_CONFIG=/design/flow/config.mk WORK_HOME=/design/flow/orfs finish
==> flow/config.mk <==
export PLATFORM = sky130hd
export DESIGN_NAME = cordic_pipe_stage
export DESIGN_NICKNAME = cordic_pipe_stage
export VERILOG_FILES = /design/flow/design.v
export SDC_FILE = /design/flow/constraint.sdc
export NUM_CORES = 4
export LEC_CHECK = 1
export CORE_UTILIZATION = 50
==> flow/constraint.sdc <==
current_design cordic_pipe_stage

set clk_period 1.1
set clk_io_pct 0.2

create_clock -name clk0 -period $clk_period [get_ports {clk}]

set non_clock_inputs [all_inputs -no_clocks]
set_input_delay [expr $clk_period * $clk_io_pct] -clock clk0 $non_clock_inputs
set_output_delay [expr $clk_period * $clk_io_pct] -clock clk0 [all_outputs]
==> impl_metrics.py <==
# Physical implementation metrics
metrics = {
    "yosys": {
        "yosys_area_um2": 6090,
        "largest_area_cell": "dfrtp_1",
        "edf_count": 0,
        "async_flop_share": 1.00,
        "syn-instance-count": 674,
        "top_area_frac": 0.296,
        "ys_seq_frac": 0.296,
        "synth_stat.cells": 674,
        "ys_seq_elements": 72,
        "area_leaders": "dfrtp_1, ha_1, mux2_2",
        "synth.distinct_cells": 64,
        "synth-main-ff-cell": "dfrtp_1",
        "netlist_area_um2": 6090,
        "synth_warnings": 1,
        "avgSynthCellArea_um2": 9.03,
    },
    "sta": {
        "crit_endpoint": "ox[23]$_DFFE_PP0P_/D",
        "worst_endpoint_kind": "sequential cell input",
    },
    "global_route": {
        "grt_max_degree": 55,
    },
    "clocking": {
        "htreeDepth": 3,
        "cts_root_buf": "clkbuf_16",
        "clkSinkCount": 72,
        "cts-hold-fix-buffers": 0,
        "clock_path_buffers": 2,
        "cts_buffers": 9,
    },
    "floorplanning": {
        "fp_util": 0.522,
        "pin_count": 195,
        "die_x_um": 112,
        "die_h_um": 112,
        "num_rows": 39,
    },
    "run_status": {
        "lastStage": "global routing (5_1_grt)",
        "outcome": "stopped before the end",
        "error": "[ERROR DPL-0036] Detailed placement failed.",
    },
    "placed_design": {
        "gp_congestion": 1.01,
        "place_inst": 1181,
        "io_buffers": 194,
        "pre_cts_slack_ps": -2500,
        "dpl.hpwl_um": 16900,
    },
}
## per-stage QoR
step | TNS, ps | area [um^2] | power [mW]
after global placement | -89530 | 9910 | 9.73
after CTS | -57120 | 11100 | 13.9
after detailed placement | -92560 | 9910 | 9.96
after floorplan | -58490 | 6440 | 6.41
## Yosys cell counts, types with 4 or more instances
cell type,n
o211ai_1,5
nand4_1,5
ha_1,56
and3_1,4
nand3_1,13
a211o_1,4
mux2_2,53
a21o_1,18
a21oi_1,63
dfrtp_1,72
nor2b_1,7
nor2_1,69
and2_1,5
xor2_1,29
inv_1,22
o21bai_1,6
nor3_1,16
nand2_1,39
clkbuf_1,14
o21a_1,9
nor4_1,6
buf_1,7
o21ai_0,25
a31oi_1,13
o2111ai_1,4
nand2b_1,5
a211oi_1,5
xnor2_1,46
a22oi_1,4
## what timing repair did
item | in CTS
setup buffers | 67
pin swaps | 142
hold endpoints to repair | 0
gates resized | 537
setup endpoints to repair | 119
## cells by family after synthesis
kind of cell    Yosys count  synth area share
flops                    72             0.296
xor+xnor                 75             0.108
mux                      54            0.0997
simple gates            185             0.148
buf+inv                  46            0.0288
fa+ha+maj                58             0.122
compound gates          184             0.198
No activity file was given, so power comes from the tool's default toggle rates.
